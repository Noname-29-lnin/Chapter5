## design/flow/run.sh

```bash
#!/bin/bash
# OpenROAD 26Q1-2900-gdf79404cd8, Yosys 0.63+post, stock flow scripts
make -C /OpenROAD-flow-scripts/flow DESIGN_CONFIG=/design/flow/config.mk WORK_HOME=/design/flow/orfs finish
```

## design/flow/config.mk

```make
export PLATFORM = sky130hd
export DESIGN_NAME = divider8_top
export DESIGN_NICKNAME = divider8_top
export VERILOG_FILES = /design/flow/design.v
export SDC_FILE = /design/flow/constraint.sdc
export NUM_CORES = 4
export LEC_CHECK = 1
export CORE_UTILIZATION = 40
```

## design/flow/constraint.sdc

```tcl
current_design divider8_top

set clk_period 5.9
set clk_io_pct 0.2

create_clock -name clk0 -period $clk_period [get_ports {clk}]

set non_clock_inputs [all_inputs -no_clocks]
set_input_delay [expr $clk_period * $clk_io_pct] -clock clk0 $non_clock_inputs
set_output_delay [expr $clk_period * $clk_io_pct] -clock clk0 [all_outputs]
```

## design/flow/design.v

```verilog
module alu16 (
    input  logic [15:0] a_in,
    input  logic [15:0] b_in,
    input  logic        sub,      
    output logic [15:0] s_out,
    output logic        carry_out
);
    logic [15:0] b_sel;
    logic        c_in;
    assign b_sel = sub ? ~b_in : b_in;
    assign c_in  = sub ? 1'b1 : 1'b0;
    assign {carry_out, s_out} = a_in + b_sel + c_in;
endmodule
module div_ctrl (
    input  logic clk,
    input  logic rst,
    input  logic go,
    input  logic b_zero,
    input  logic brw,
    input  logic done_cnt,
    output logic ldA, selA_init,
    output logic ldB, selB_init,
    output logic ldQ, clrQ,
    output logic ldCNT, cntINIT,
    output logic errSET, errCLR,
    output logic fin
);
    typedef enum logic[2:0] {
        S_IDLE = 3'd0,
        S_INIT = 3'd1,
        S_COMPARE = 3'd2,
        S_SHIFT = 3'd3,
        S_DONE = 3'd4
    } st_t;
    st_t st, nxt;
    always_ff @(posedge clk or posedge rst)
        if (rst) st <= S_IDLE;
        else     st <= nxt;
    always_comb begin
        nxt = st;
        ldA=0; selA_init=0;
        ldB=0; selB_init=0;
        ldQ=0; clrQ=0;
        ldCNT=0; cntINIT=0;
        errSET=0; errCLR=0;
        fin=0;
        case(st)
        S_IDLE: begin
            clrQ = 1;
            errCLR = 1;
            if (go)
                nxt = S_INIT;
        end
        S_INIT: begin
            selA_init = 1; ldA = 1;
            selB_init = 1; ldB = 1;
            ldCNT = 1; cntINIT = 1;
            clrQ = 1;
            errCLR = 1;
            if (b_zero) begin
                errSET = 1;
                nxt = S_DONE;
            end else begin
                nxt = S_COMPARE;
            end
        end
        S_COMPARE: begin
            ldA = 1;
            ldQ = 1;
            nxt = S_SHIFT;
        end
        S_SHIFT: begin
            ldB = 1;
            ldCNT = 1;
            if (done_cnt) nxt = S_DONE;
            else nxt = S_COMPARE;
        end
        S_DONE: begin
            fin = 1;
            if (!go) nxt = S_IDLE;
        end
        endcase
    end
endmodule
module div_dp (
    input  logic        clk,
    input  logic        rst,
    input  logic [7:0]  din_A,
    input  logic [7:0]  din_B,
    input  logic        ld_A,
    input  logic        sel_A_init,
    input  logic        ld_B,
    input  logic        sel_B_init,
    input  logic        ld_Q,
    input  logic        clr_Q,
    input  logic        ld_cnt,
    input  logic        cnt_init,
    input  logic        set_err,
    input  logic        clr_err,
    output logic        b_is_zero,
    output logic        borrow_flag,
    output logic        cnt_fin,
    output logic [7:0]  quo,
    output logic [7:0]  rem,
    output logic        div_err
);
    logic [15:0] regA;
    logic [15:0] regB;
    logic [7:0]  regQ;
    logic [3:0]  regCNT;
    logic        regERR;
    eq8 chkB (.x(din_B), .zero(b_is_zero));
    logic [15:0] alu_res;
    logic        alu_cout;
    alu16 alu1 (
        .a_in(regA),
        .b_in(regB),
        .sub(1'b1),
        .s_out(alu_res),
        .carry_out(alu_cout)
    );
    assign borrow_flag = ~alu_cout;
    logic [15:0] alu_restore;
    alu16 alu2 (
        .a_in(alu_res),
        .b_in(regB),
        .sub(1'b0),
        .s_out(alu_restore),
        .carry_out()
    );
    logic [15:0] nxtA;
    assign nxtA =
        sel_A_init ? {8'd0, din_A} :
        (borrow_flag ? alu_restore : alu_res);
    logic [15:0] nxtB;
    assign nxtB =
        sel_B_init ? {din_B, 8'd0} : (regB >> 1);
    logic [7:0] nxtQ;
    assign nxtQ = {regQ[6:0], ~borrow_flag};
    logic [3:0] nxtCNT;
    assign nxtCNT  = regCNT - 1;
    assign cnt_fin = (regCNT == 4'd1);
    logic nxtERR;
    assign nxtERR = set_err ? 1'b1 :
                    clr_err ? 1'b0 :
                    regERR;
    always_ff @(posedge clk or posedge rst) begin
        if (rst) begin
            regA  <= 0;
            regB  <= 0;
            regQ  <= 0;
            regCNT<= 0;
            regERR<= 0;
        end else begin
            if (ld_A)  regA <= nxtA;
            if (ld_B)  regB <= nxtB;
            if (clr_Q) regQ <= 8'd0;
            else if (ld_Q) regQ <= nxtQ;
            if (ld_cnt) begin
                if (cnt_init) regCNT <= 4'd9;
                else regCNT <= nxtCNT;
            end
            regERR <= nxtERR;
        end
    end
    assign quo = regQ;
    assign rem = regA[7:0];
    assign div_err = regERR;
endmodule
module divider8_top (
    input  logic       clk,
    input  logic       rst,
    input  logic       start,
    input  logic [7:0] A,
    input  logic [7:0] B,
    output logic       done,
    output logic       err,
    output logic [7:0] Q,
    output logic [7:0] R
);
    logic lA, sAinit;
    logic lB, sBinit;
    logic lQ, cQ;
    logic lCNT, cINIT;
    logic eSET, eCLR;
    logic b_zero, brw, cnt_done;
    div_ctrl ctrl(
        .clk(clk), .rst(rst),
        .go(start),
        .b_zero(b_zero),
        .brw(brw),
        .done_cnt(cnt_done),
        .ldA(lA), .selA_init(sAinit),
        .ldB(lB), .selB_init(sBinit),
        .ldQ(lQ), .clrQ(cQ),
        .ldCNT(lCNT), .cntINIT(cINIT),
        .errSET(eSET), .errCLR(eCLR),
        .fin(done)
    );
    div_dp dp(
        .clk(clk), .rst(rst),
        .din_A(A), .din_B(B),
        .ld_A(lA), .sel_A_init(sAinit),
        .ld_B(lB), .sel_B_init(sBinit),
        .ld_Q(lQ), .clr_Q(cQ),
        .ld_cnt(lCNT), .cnt_init(cINIT),
        .set_err(eSET),
        .clr_err(eCLR),
        .b_is_zero(b_zero),
        .borrow_flag(brw),
        .cnt_fin(cnt_done),
        .quo(Q),
        .rem(R),
        .div_err(err)
    );
endmodule
module eq8 (
    input  logic [7:0] x,
    output logic       zero
);
    assign zero = (x == 8'd0);
endmodule
```

==> results.sh <==
# physical design summary
export IMPL_cts_buffers_inserted=5
export IMPL_timing_worst_setup_path_type="reg2reg"
export IMPL_dp_hpwl_um=5770
export IMPL_final_cell_mix="nor2_1, dfrtp_1, clkdlybuf4s50_1"
export IMPL_global_route_overflow_total=0
export IMPL_drt_first_pass_iters=4
export IMPL_hold_violations=0
export IMPL_ant_nets=0
export IMPL_clock_tree_from_tritoncts="done"
export IMPL_antenna_cells=0
export IMPL_average_footprint_of_a_synthesized_cell_um2=8.92
export IMPL_setup_worst_path_end_class="flop"
export IMPL_timing_max_slew_rel_slack=0.575
export IMPL_layout_top_cell_excl_fill_tap="nor2_1"
export IMPL_slew_viol_final=0
export IMPL_i_o_pins=37
export IMPL_worst_ep_arrival_time_ns=4.29
export IMPL_global_route_usage_total=0.176
export IMPL_min_period_over_period=0.690
export IMPL_routabilityCongestion=0.884
export IMPL_layout_min_cycle_time_ns=4.07
export IMPL_numPortBuffers=36
export IMPL_outcome="finished clean"
export IMPL_area_sequential_um2=1250
export IMPL_ys_seq_frac=0.340
export IMPL_worst_ep_required_time_ns=6.12
export IMPL_clock_tree_root_cell="clkbuf_8"
export IMPL_grt_setup_unrepaired="no"
export IMPL_timing_fmax_mhz=246
export IMPL_edf_count=0
export IMPL_clock_tree_htree_level_count=2
export IMPL_clock_sinks=50
export IMPL_worstSetupStartpointType="flop"
export IMPL_yosysChipArea_um2=3680
export IMPL_ys_ff=50
export IMPL_dieWidth_um=98.0
export IMPL_n_fill_cell=835
export IMPL_async_sr_flop_fraction=1.00
export IMPL_antenna_violations_before_repair=0
export IMPL_max_clock_path_buffers=2
export IMPL_netlist_cell_type_count=49
export IMPL_syn_instance_count=413
export IMPL_r2r_cells=18
export IMPL_finClkSkew_ns=0.00844
export IMPL_routed_via_count=2899
export IMPL_area_growth_synth_to_final_pct=14.0
export IMPL_layout_cells_non_filler=547
export IMPL_fp_dieArea_um2=9600
export IMPL_core_region_area_um2=8810
export IMPL_postRouteWirelength_um=7720
export IMPL_source_to_sink_clock_delay_at_the_later_pin_of_the_worst_skew_pair_ns=0.31
export IMPL_dp_cells=539
export IMPL_drtIter0Drc=103
export IMPL_die_height_um=98.0
export IMPL_whs_path_depth=2
export IMPL_path_clk_slew_ns=0.10
export IMPL_final_setup_tns_ns=0
export IMPL_layout_drive_gt1_share=0.0478
export IMPL_fp_util=0.418
export IMPL_holdCritPathClass="reg2reg"
export IMPL_detail_route_vias_per_cell=5.30
export IMPL_worst_pin_slew_ns=0.638
export IMPL_number_of_global_route_vias_before_repair=2719
export IMPL_ys_cells=413
export IMPL_setup_violations_final=0
export IMPL_openroad_warnings=28
export IMPL_layout_area_comb_um2=2190
export IMPL_syn_area_um2=3680
export IMPL_drc=0
export IMPL_setup_bufs_post_cts=0
export IMPL_yosysWarningCount=2
export IMPL_drt_wirelength_per_cell_um=14.1
export IMPL_max_cap_viol_count=0
export IMPL_largest_net_degree_at_the_start_of_global_routing=51
export IMPL_postcts_resize_cnt=0
export IMPL_final_util=0.477
export IMPL_post_cts_hold_buffer_count=0
export IMPL_crit_path_max_fanout=5
export IMPL_floorplan_rows=34
export IMPL_postSynth_topFlopCell="dfrtp_1"
export IMPL_wire_length_of_the_first_global_routing_pass_um=13300
## stage by stage
stage                     worst slack, ns  hold slack, ns  area, um^2
final                                1.83           0.520        4200
after global routing                 1.41           0.542        4200
after CTS                            1.82           0.516        4200
after detailed placement             1.86           0.497        4080
after global placement               1.97           0.493        4080
after floorplan                      2.31           0.352        3680
## worst paths after layout
check | slack (ns) | startpoint | end
worst max-delay path | 1.83 | dp.regA[0] | dp.regA[13]
worst min-delay path | 0.52 | ctrl.st[0] | ctrl.st[0]
worst max register to register | 1.83 | dp.regA[0] | dp.regA[13]
worst min register to register | 0.52 | ctrl.st[0] | ctrl.st[0]
max in group asynchronous | 4.13 | rst | dp.regA[3]
min in group asynchronous | 1.34 | rst | dp.regQ[7]
## sequential cells by signal (all words and copies together), names as in the netlist
name       flops
dp.regB       16
dp.regERR      1
dp.regCNT      4
dp.regQ        8
dp.regA       16
ctrl.st        5
## Yosys cell counts (4+ instances only)
| cell type | n | area share |
|---|---|---|
| o21a_1 | 4 | 0.0082 |
| or3_1 | 5 | 0.0085 |
| nor2_1 | 54 | 0.055 |
| nand2b_1 | 5 | 0.0085 |
| xor2_1 | 14 | 0.033 |
| a211oi_1 | 13 | 0.026 |
| nor3_1 | 7 | 0.0095 |
| mux2i_1 | 29 | 0.079 |
| inv_1 | 29 | 0.030 |
| o211ai_1 | 4 | 0.0082 |
| o21ai_0 | 27 | 0.037 |
| a22oi_1 | 6 | 0.012 |
| a21o_1 | 7 | 0.014 |
| ha_1 | 33 | 0.11 |
| nand2_1 | 26 | 0.026 |
| dfrtp_1 | 49 | 0.33 |
| xnor2_1 | 16 | 0.038 |
| clkbuf_1 | 9 | 0.0092 |
| buf_4 | 8 | 0.016 |
| a21oi_1 | 22 | 0.030 |
## per-layer routing
layer,routed length [um],GRT usage
met1,4010,0.293
met2,3320,0.255
met3,327,0.0327
met4,60,0.0128
met5,0,0
## final cells by class
type,instances,share of cell area
Multi-Input combinational cell,311,0.521
Sequential cell,50,0.298
Timing Repair Buffer,41,0.0947
Tap cell,108,0.0322
Inverter,29,0.0259
Clock buffer,5,0.0164
Clock inverter,3,0.0113
## worst max-delay path, cell delays in order, from the launching register on
cell,delay (ns)
dfrtp_1,0.39
inv_1,0.07
ha_1,0.22
inv_1,0.07
fa_1,0.47
a211oi_2,0.31
o21ai_0,0.14
a21oi_1,0.19
xnor2_1,0.16
ha_1,0.23
or3_1,0.11
o21ai_0,0.13
o21bai_1,0.23
a211oi_1,0.46
a21boi_0,0.21
xor2_1,0.18
nor2_1,0.11
a21oi_1,0.05
a211oi_1,0.24
## kinds of logic (layout without fill, tap and decap cells)
kind of cell,count (synthesis),after routing,share of synthesized area
flops,50,50,0.340
buf+inv,52,78,0.0656
mux,29,29,0.0788
compound gates,104,104,0.186
fa+ha+maj,35,35,0.123
simple gates,113,113,0.135
xor+xnor,30,30,0.0713
